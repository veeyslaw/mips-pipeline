$ cat design/flow/config.mk
export PLATFORM = sky130hd
export DESIGN_NAME = IFStage
export DESIGN_NICKNAME = IFStage
export VERILOG_FILES = /design/flow/design.v
export SDC_FILE = /design/flow/constraint.sdc
export NUM_CORES = 4
export LEC_CHECK = 1
export CORE_UTILIZATION = 30
$ cat design/flow/constraint.sdc
current_design IFStage

set clk_period 5.6
set clk_io_pct 0.2

create_clock -name clk0 -period $clk_period [get_ports {clk}]
create_clock -name clk1 -period $clk_period [get_ports {reset}]

set non_clock_inputs [all_inputs -no_clocks]
set_input_delay [expr $clk_period * $clk_io_pct] -clock clk0 $non_clock_inputs
set_output_delay [expr $clk_period * $clk_io_pct] -clock clk0 [all_outputs]
$ cat design/flow/design.v
module InstrMem
#(
    parameter integer LEN_WORD = 32,
    parameter integer SIZE_MEM_CELL = 32,
    parameter integer SIZE_MEM = 256
)
(
    input reset,
    input [LEN_WORD - 1: 0] address,
    output [LEN_WORD - 1: 0] out
);
    integer i;
    reg [SIZE_MEM_CELL - 1: 0] instr_mem [0: SIZE_MEM - 1];
    assign out = instr_mem[address >> 2];
    always @(posedge reset) begin
        instr_mem[0] <= 'b00100000000010000000000000000110;
        instr_mem[1] <= 'b00000001000000001000000000100000;
        instr_mem[2] <= 'b00000000000000000100100000100000;
        instr_mem[3] <= 'b00010001001100000000000000000110;
        instr_mem[4] <= 'b00000001000010010101000000100000;
        instr_mem[5] <= 'b00000000000010010101100000100000;
        instr_mem[6] <= 'b10001101010011000000000000000000;
        instr_mem[7] <= 'b10100101011011000000000000000000;
        instr_mem[8] <= 'b00100001001010010000000000000001;
        instr_mem[9] <= 'b00001011111111111111111111111001;
        instr_mem[10] <= 'b10001100000100010000000000000000;
        instr_mem[11] <= 'b00000000000100011001000000100010;
        instr_mem[12] <= 'b10001100000100110000000000000000;
        instr_mem[13] <= 'b00010010011010000000000000000001;
        instr_mem[14] <= 'b00000001000010101010000000100100;
        instr_mem[15] <= 'b00000001000010111010100000100100;
        instr_mem[16] <= 'b00000001000010011011000000100111;
        instr_mem[17] <= 'b00000001011010101011100000100101;
        instr_mem[18] <= 'b00010010110010000000000000000001;
        instr_mem[19] <= 'b00110101000110000000000000001000;
        instr_mem[20] <= 'b00110001000111110000000000000110;
        for (i = 21; i < SIZE_MEM; i = i + 1)
            instr_mem[i] <= 0;
    end
endmodule  
module Adder
#(
    parameter integer LEN = 1  
)
(
    input [LEN - 1: 0] num_1,
    input [LEN - 1: 0] num_2,
    output [LEN - 1: 0] result
);
    assign result = num_1 + num_2;
endmodule  
module Incer
#(
    parameter integer LEN = 1  
)
(
    input [LEN - 1: 0] num,
    output [LEN - 1: 0] result
);
    assign result = num + 4;
endmodule  
module Mux2To1
#(
    parameter integer LEN = 1  
)
(
    input sel,
    input [LEN - 1: 0] in_0,
    input [LEN - 1: 0] in_1,
    output [LEN - 1: 0] out
);
    assign out = (sel) ? in_1 : in_0;
endmodule  
module Mux3To1
#(
    parameter integer LEN = 1  
)
(
    input [1:0] sel,
    input [LEN - 1: 0] in_0,
    input [LEN - 1: 0] in_1,
    input [LEN - 1: 0] in_2,
    output [LEN - 1: 0] out
);
    assign out = (sel[1]) ? in_2 :
                 (sel[0]) ? in_1 : in_0;
endmodule  
module Register
#(
    parameter integer LEN = 1  
)
(
   input clk,
   input reset,
   input write_en,
   input [LEN - 1: 0] in,
   output reg [LEN - 1: 0] out
);
    always @(posedge clk) begin
        if (reset)
            out <= 0;
        else if (write_en)
            out <= in;
    end
endmodule  
module IFStage (
    input clk,
    input reset,
    input stall,
    input pc_src,
    input [32 - 1: 0] jump_pc,
    output [32 - 1: 0] inced_pc,
    output [32 - 1: 0] instruction
);
    wire [32 - 1: 0] pc;
    wire [32 - 1: 0] selected_pc;
    Mux2To1 #(.LEN(32)) PCSelector (
        .sel(pc_src),
        .in_0(inced_pc),
        .in_1(jump_pc),
        .out(selected_pc)
    );
    Incer #(.LEN(32)) PCInc4 (
        .num(pc),
        .result(inced_pc)
    );
    Register #(.LEN(32)) PCReg (
        .clk(clk),
        .reset(reset),
        .write_en(~stall),
        .in(selected_pc),
        .out(pc)
    );
    InstrMem #(
        .LEN_WORD(32),
        .SIZE_MEM_CELL(32),
        .SIZE_MEM(256)
    ) InstrMem (
        .reset(reset) ,
        .address(pc),
        .out(instruction)
    );
endmodule  
$ cat design/flow/run.sh
#!/bin/bash
# OpenROAD 26Q1-2900-gdf79404cd8, Yosys 0.63+post, stock flow scripts
make -C /OpenROAD-flow-scripts/flow DESIGN_CONFIG=/design/flow/config.mk WORK_HOME=/design/flow/orfs finish
==> run_results.csv <==
group,metric,value,unit
timing,finalSetupTns,0,ns
final_layout,largest_reg_flops,32,
clock_tree,cts_hold_buf,0,
clock_tree,clkTransAtPathRegs,0.07,ns
yosys,ys_async_sr_fraction,0,%
yosys,synth_area,3240,sq um
detailed_routing,vias_per_cell,5.37,
pwr,power.share.switching,41.3,%
clock_tree,cts_resized,0,
worst_setup_path,path_cells,"ha_1 > and4_1 > nand3_1 > buf_4 > or4_1 > xnor2_1 > clkdlybuf4s50_1",
worst_setup_path,cp.arrival,3.15,ns
run_status,outcome,"completed",
worst_setup_path,end_kind,"primary output",
final_layout,flop_area,641,sq um
yosys,yosys-top-cells-area,"dfxtp_1, a21oi_1, nor2_1",
pwr,power_density,460,nW/um^2
timing,hold_slack,0.0900,ns
timing,drv_slew,0,
detailed_routing,diodes,0,
worst_setup_path,timing.rr.end,"PCReg.out[22]$_SDFFE_PP0N_",
worst_setup_path,cp_top_family,"simple AND/OR/NAND/NOR gates",
yosys,synth-main-ff-cell,"dfxtp_1",
pwr,ir_drop,286,uV
floorplan,io_pins,100,
worst_setup_path,timing.critical_path.to,"inced_pc[22]",
clock_tree,cts_tree,"yes",
pwr,power,2.02,mW
worst_setup_path,path_buffers,2,
worst_setup_path,required,4.48,ns
yosys,syn_inst,462,
detailed_routing,route.final.wire_length,9.76,mm
yosys,ys_area,3240,sq um
yosys,ys_seq_share,19.7,%
detailed_routing,first_pass_iters,4,
placed_design,hpwl,6.68,mm
pwr,p_int,1.19,mW
global_route,grt_pass1_wl,15.7,mm
final_layout,fill_cells,1054,
final_layout,fin_cells,665,
timing,hold_viol,0,
worst_setup_path,crit_cells,7,
yosys,ys_cells,462,
yosys,synth_warnings,3,
timing,tightest_slew,0.821,ns
timing,setup_viol,0,
worst_setup_path,r2r-start,"PCReg.out[2]$_SDFFE_PP0N_",
floorplan,chip_area,11200,sq um
worst_setup_path,max_stage_delay,0.64,ns
worst_setup_path,cp-start-kind,"register",
detailed_routing,initialDrtViolationCount,230,
final_layout,area_delta_synth_final,35.5,%
worst_setup_path,slowest_stage,"ha_1",
timing,relSlewSlack,45.0,%
worst_setup_path,ff2ff_setup_slack,3.05,ns
pwr,leakagePower,1.62,nW
timing,clock-skew-final,0.00685,ns
job,warnings,61,
final_layout,combGateArea,2290,sq um
yosys,top_cells_by_count,"nor2_1, a21oi_1, nand2_1",
pwr,pwr-share-seq,22.5,%
yosys,postSynthAreaPerCell,7.02,sq um
worst_setup_path,cp_max_fo,20,
detailed_routing,vias,3573,
placed_design,dp_cells,646,
hold_path,holdCritPathClass,"clk -> reg",
global_route,grt_max_degree,54,
final_layout,reg_top3,"PCReg.out: 32 flops",
clock_tree,post-cts-setup-buffers,0,
yosys,synth_cell_types,60,
global_route,overflow,0,
worst_setup_path,critPathLaunch,"PCReg.out[2]$_SDFFE_PP0N_",
floorplan,row_count,37,
global_route,grt_pass1_vias,3443,
global_route,antenna_found_initial,0,
pwr,clkPwrFrac,24.2,%
worst_setup_path,crit_type,"reg -> out",
floorplan,die_w,106,um
detailed_routing,routedWlPerCell,14.7,um
detailed_routing,postRouteAntennaNets,0,
yosys,synth_top_cell_by_count,"nor2_1",
timing,rsz0062_at_grt,"no",
job,cap_violations,0,
yosys,netlist.area_leader.share,19.7,%
placed_design,io_buffers,97,
yosys,edf_count,0,
final_layout,regMostFlops,"PCReg.out",
placed_design,gp_congestion,0.897,
detailed_routing,drc,0,
placed_design,dp_slack,1.69,ns
yosys,yosysTopAreaCell,"dfxtp_1",
floorplan,dieHeight,106,um
final_layout,layout-drive-gt1-share,8.32,%
timing,finalWorstSetupSlack,1.33,ns
global_route,track_usage,17.4,%
floorplan,initial_core_util,31.1,%
worst_setup_path,reg2reg_depth,7,
floorplan,fp.coreArea,10400,sq um
pwr,p_sw,0.836,mW
pwr,comb_power_share,53.3,%
yosys,synth_flops,32,
-- stage by stage --
| step | utilization [%] | area [sq um] |
|---|---|---|
| after global placement | 40.1 | 4170 |
| final | 42.2 | 4400 |
| after detailed placement | 40.1 | 4170 |
| after global routing | 42.2 | 4400 |
| after floorplan | - | 3240 |
| after CTS | 42.2 | 4400 |
-- logic make-up after synthesis --
kind of cell               synth area share (%)
adders and majority gates                  1.54
xor gates and xnor gates                   7.83
and+or+nand+nor                            29.5
buffers and inverters                      9.64
muxes                                      3.74
AOI/OAI and AO/OA                          27.9
DFF                                        19.7
other                                     0.116
-- cells in the final DEF (no fill, tap or decap), drive strengths merged, types with 4 or more instances in the layout --
| master | n |
|---|---|
| a21oi | 44 |
| ha | 4 |
| xnor2 | 17 |
| nand2 | 39 |
| mux2i | 11 |
| o21ba | 4 |
| nand2b | 7 |
| nor4 | 8 |
| clkdlybuf4s50 | 96 |
| and4 | 5 |
| buf | 7 |
| nand4 | 6 |
| a31oi | 11 |
| o21ai | 20 |
| nor2b | 11 |
| dfxtp | 32 |
| nand3b | 6 |
| nor2 | 50 |
| a211oi | 6 |
| inv | 16 |
| o32ai | 9 |
| nand3 | 13 |
| a21o | 4 |
| o22ai | 6 |
| a22oi | 13 |
| clkbuf | 16 |
| nor3 | 14 |
| or2 | 5 |
| xor2 | 12 |
-- tightest hold or removal path, delay by kind of cell --
family | cells | cell delay (ns)
AOI/OAI and AO/OA | 1 | 0.04
buffers and inverters | 2 | 0.29
-- metal layers --
layer / GRT usage (%) / vias to the layer above / wire (um) / part of all wire [%]
met5: 0 / - / 0 / 0
met4: 6.75 / 0 / 112 / 1.1
met3: 7.00 / 13 / 1050 / 11
met2: 24.1 / 172 / 4110 / 42
met1: 24.1 / 1613 / 4480 / 46
li1: - / 1775 / - / -
-- worst min path at each step --
stage	startpoint	end	slack, ns	cells past startpoint
final	reset	PCReg.out[30]$_SDFFE_PP0N_	0.09	3
after global routing	reset	PCReg.out[11]$_SDFFE_PP0N_	0.09	3
after CTS	reset	PCReg.out[13]$_SDFFE_PP0N_	0.1	3
-- final cells by class --
| cell class | instances | area share, % |
|---|---|---|
| sequential | 32 | 14.6 |
| tap | 136 | 3.87 |
| multi-input combinational | 359 | 52.1 |
| inverter | 16 | 1.37 |
| timing repair buffer | 103 | 23.0 |
| clock buffer | 16 | 4.78 |
| clock inverter | 3 | 0.313 |
-- power groups by stage --
stage / logic (mW) / clock network (mW) / registers [mW]
after CTS: 1.08 / 0.508 / 0.452
after global routing: 1.19 / 0.536 / 0.473
final: 1.08 / 0.489 / 0.455
Power figures rest on the tool's default switching activity, not on a simulated workload.
