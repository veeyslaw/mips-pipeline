## ./constraint.sdc

```tcl
current_design WBStage

set clk_period 1.0
set clk_io_pct 0.2

create_clock -name clk0 -period $clk_period

set non_clock_inputs [all_inputs -no_clocks]
set_input_delay [expr $clk_period * $clk_io_pct] -clock clk0 $non_clock_inputs
set_output_delay [expr $clk_period * $clk_io_pct] -clock clk0 [all_outputs]
```

## ./design.v

```verilog
module Mux2To1
#(
    parameter integer LEN = 1  
)
(
    input sel,
    input [LEN - 1: 0] in_0,
    input [LEN - 1: 0] in_1,
    output [LEN - 1: 0] out
);
    assign out = (sel) ? in_1 : in_0;
endmodule  
module Mux3To1
#(
    parameter integer LEN = 1  
)
(
    input [1:0] sel,
    input [LEN - 1: 0] in_0,
    input [LEN - 1: 0] in_1,
    input [LEN - 1: 0] in_2,
    output [LEN - 1: 0] out
);
    assign out = (sel[1]) ? in_2 :
                 (sel[0]) ? in_1 : in_0;
endmodule  
module WBStage (
    input [32 - 1: 0] read_data_mem,
    input [32 - 1: 0] alu_out,
    input mem_to_reg,
    output [32 - 1: 0] write_data_reg
);
    Mux2To1 #(
        .LEN(32)
    ) WriteBackMux (
        .sel(mem_to_reg),
        .in_0(alu_out),
        .in_1(read_data_mem),
        .out(write_data_reg)
    );
endmodule  
```

## ./run.sh

```bash
#!/bin/bash
# OpenROAD 26Q1-2900-gdf79404cd8, Yosys 0.63+post, stock flow scripts
make -C /OpenROAD-flow-scripts/flow DESIGN_CONFIG=/design/flow/config.mk WORK_HOME=/design/flow/orfs finish
```

## ./config.mk

```make
export PLATFORM = sky130hd
export DESIGN_NAME = WBStage
export DESIGN_NICKNAME = WBStage
export VERILOG_FILES = /design/flow/design.v
export SDC_FILE = /design/flow/constraint.sdc
export NUM_CORES = 4
export LEC_CHECK = 1
export CORE_AREA = 10 10 70 70
export DIE_AREA = 0 0 80 80
```

==> reports/metrics.sh <==
RUN_STATUS='complete, but fails checks'
FAILED_CHECKS='setup timing'
AREA_DELTA_SYNTH_FINAL_PCT=182
SYNTH.YOSYS.WARNINGS=0
PORT-BUFFER-COUNT=97
WORST-ENDPOINT-REQUIRED_NS=0.80
CRITPATHMAXFANOUT=6
SEQ_AREA_FRAC_SYNTH_PCT=0
INITIAL_ANTENNA_VIOLATION_COUNT=0
TIMING.FINAL.CRIT_SHARE_PCT=109
CRITPATHMAXSTAGEDELAY_NS=0.28
SYNTH.YOSYS.NUM_CELLS=36
DRT-INITIAL-DRC-COUNT=10
POST_ROUTE_ANTENNA_NET_VIOLATION_COUNT=0
INTERNAL_POWER_uW=461
POST_SYNTH_INSTANCE_AREA_SQ_UM=544
TIMING.CRITICAL_PATH.ARRIVAL_NS=0.89
SLEW_VIOLATIONS=0
SYN-INSTANCE-COUNT=36
DIE_WIDTH_UM=80
ROUTEDWLPERCELL_UM=15.7
GRT_MAX_DEGREE=10
TOTAL_POWER_uW=592
POWER.STATIC_LEAKAGE_nW=0.840
TIMING.MAX_SLEW.REL_SLACK_PCT=93.4
FINAL-SETUP-VIOL-COUNT=32
DETAIL_ROUTE.DRC_VIOLATIONS=0
CTS_POST_SETUP_BUFFERS_INSERTED=0
DIE.SIZE.Y_UM=80
YS_TYPES=4
DPL_WORST_SLACK_NS=-0.497
CP-START-KIND='primary input'
WORST_PATH_CELL_CHAIN='buf_12 -> clkbuf_16 -> mux2_4 -> buf_2'
SEQ_POWER_SHARE_PCT=0
VIA_COUNT=708
NFILLCELLS=347
MAXIMUM_VDD_DROP_V=0.000181
ACHIEVABLE-FREQUENCY_MHz=921
CLK_BUF_INSTANCES=0
POWER_SWITCHING_SHARE_PCT=22.2
NET-SWITCHING-POWER_uW=132
GRT_PASS1_VIAS=770
OPENROAD_WARNING_COUNT=34
FLOORPLAN.INITIALDENSITY_PCT=15.9
POWER_DENSITY_nW_PER_UM2=386
TOP_LEVEL_PORTS=97
VIAS_PER_CELL=3.91
DRTPASS1ITERATIONS=4
CHIPAREA_SQ_UM=6400
GLOBAL_ROUTE.USAGE.TOTAL_PCT=7.99
FLOPS=0
TIGHTESTPINTRANSITION_NS=0.0989
COMB_AREA_SQ_UM=480
CP_TOP_FAMILY='buffers and inverters'
LAYOUT_MIN_CYCLE_TIME_NS=1.09
FINALCOREUTILIZATION_PCT=44.9
COMB_POWER_SHARE_PCT=100.0
PATH_CLASS='primary input to output port'
TIMING.FINAL.HOLD_VIOLATIONS=0
CORE-AREA_SQ_UM=3420
P_CLK_SHARE_PCT=0
MAX_CAP_VIOLS=0
FLOORPLAN.ROWS=21
PROPORTION_OF_LAYOUT_CELLS_WITH_A_DRIVE_SUFFIX_ABOVE_1_PCT=52.6
GRT_FIRST_PASS_WIRELENGTH_MM=4.17
CRITICAL_PATH.N_BUFFERS_INVERTERS=3
ANTENNA_CELLS=0
AREA_OF_THE_SYNTHESIZED_NETLIST_PER_YOSYS_STAT_SQ_UM=544
FINAL_WIRELENGTH_MM=2.84
SYNTH.AVG_CELL_AREA_SQ_UM=15.1
ENDPOINT_KIND='output port'
FINAL.SETUP.WORST_SLACK_NS=-0.0858
GRT-OVFL-TOTAL=0
CTS-HOLD-FIX-BUFFERS=0
GP_ROUTABILITY_CONGESTION=0.759
GRT_SETUP_UNREPAIRED='yes'
WORST_PATH_MAX_DELAY_CELL='sky130_fd_sc_hd__mux2_4'
TYPE_OF_THE_MOST_CRITICAL_HOLD_PATH='primary input to output port'
SEQUENTIAL_CELL_AREA_SQ_UM=0
kinds of logic (layout without fill, tap and decap cells):
logic type | count (synthesis) | after routing | share of synthesized area [%]
muxes | 32 | 32 | 86.9
buffers and inverters | 4 | 103 | 13.1
stage by stage:
| stage | instance area (sq um) | std cells | TNS, ns | hold slack [ns] |
|---|---|---|---|---|
| CTS | 1480 | 180 | -2.53 | 0.800 |
| finish | 1530 | 181 | -2.39 | 0.795 |
| global placement | 1540 | 177 | -15.23 | 1.33 |
| global route | 1530 | 181 | -2.94 | 0.809 |
| detailed placement | 1540 | 177 | -15.24 | 1.32 |
| floorplan | 544 | 36 | 0 | 0.498 |
worst paths after layout:
| kind | startpoint | slack [ns] | cells past startpoint | end |
|---|---|---|---|---|
| hold / removal | alu_out[24] | 0.79 | 3 | write_data_reg[24] |
| setup / recovery | mem_to_reg | -0.09 | 4 | write_data_reg[25] |
synthesized netlist by cell type, drive strengths merged:
library cell	instances	area [sq um]
mux2	32	473
buf	4	71.3
worst min-delay path, delay by kind of cell:
family                 cells  cell delay [ns]
buffers and inverters      2             0.27
muxes                      1             0.12
layout by cell type (no fill, tap or decap):
master	n
sky130_fd_sc_hd__mux2_4	32
sky130_fd_sc_hd__buf_12	3
sky130_fd_sc_hd__clkbuf_16	1
sky130_fd_sc_hd__buf_16	3
sky130_fd_sc_hd__dlygate4sd2_1	64
sky130_fd_sc_hd__buf_6	17
sky130_fd_sc_hd__buf_2	15
power by group through the flow:
stage	clock [mW]	sequential, mW	combinational (mW)
after CTS	0	0	0.579
after global routing	0	0	0.638
final	0	0	0.592
what timing repair did:
action | in CTS | in global routing
gates resized | 182 | 4
endpoints found under the setup margin | 32 | 32
cloned | 3 | 1
per-layer routing:
layer  vias up  share of wire [%]  global-route usage (%)
met1       317                 42                    10.2
met2        51                 48                    13.4
met5         -                  0                       0
met4         0                  0                       0
met3         0                9.9                    2.73
li1        340                  -                       -
final cells by class:
cell class         instances  area share [%]
well taps                 46            3.76
repair buffers           103            64.9
multi-input cells         32            31.3
No activity file was given, so power comes from the tool's default toggle rates.
