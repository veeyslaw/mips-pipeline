==> flow/run.sh <==
#!/bin/bash
# OpenROAD 26Q1-2900-gdf79404cd8, Yosys 0.63+post, stock flow scripts
make -C /OpenROAD-flow-scripts/flow DESIGN_CONFIG=/design/flow/config.mk WORK_HOME=/design/flow/orfs finish
==> flow/config.mk <==
export PLATFORM = sky130hd
export DESIGN_NAME = EXStage
export DESIGN_NICKNAME = EXStage
export VERILOG_FILES = /design/flow/design.v
export SDC_FILE = /design/flow/constraint.sdc
export NUM_CORES = 4
export LEC_CHECK = 1
export CORE_UTILIZATION = 30
==> flow/constraint.sdc <==
current_design EXStage

set clk_period 15.1
set clk_io_pct 0.2

create_clock -name clk0 -period $clk_period

set non_clock_inputs [all_inputs -no_clocks]
set_input_delay [expr $clk_period * $clk_io_pct] -clock clk0 $non_clock_inputs
set_output_delay [expr $clk_period * $clk_io_pct] -clock clk0 [all_outputs]
==> flow/design.v <==
module Alu
#(
    parameter integer LEN = 1
)
(
    input [LEN - 1: 0] num_1,
    input [LEN - 1: 0] num_2,
    input [2: 0] alu_ctrl,
    output reg [LEN - 1: 0] alu_out,
    output alu_zero
);
    assign alu_zero = alu_out ? 0 : 1;
    always @*
        case (alu_ctrl)
            3'b000: alu_out <= 0;
            3'b001: alu_out <= num_1 + num_2;
            3'b010: alu_out <= num_1 - num_2;
            3'b011: alu_out <= num_1 | num_2;
            3'b100: alu_out <= num_1 & num_2;
            3'b101: alu_out <= ~(num_1 | num_2);
            default: alu_out <= 0;
        endcase
endmodule  
module AluControl (
    input [2: 0] alu_op,
    input [5: 0] funct,
    output reg [2: 0] alu_ctrl
);
    always @(alu_op or funct)
        case (alu_op)
            3'b101: alu_ctrl <= 3'b001;
            3'b011: alu_ctrl <= 3'b011;
            3'b100: alu_ctrl <= 3'b100;
            3'b001: alu_ctrl <= 3'b010;
            3'b000: alu_ctrl <= 3'b000;
            3'b010: case (funct)
                6'b100000: alu_ctrl <= 3'b001;
                6'b100010: alu_ctrl <= 3'b010;
                6'b100111: alu_ctrl <= 3'b101;
                6'b100100: alu_ctrl <= 3'b100;
                6'b100101: alu_ctrl <= 3'b011;
                default: alu_ctrl <= 3'bx;
            endcase
            default: alu_ctrl <= 3'bx;
        endcase
endmodule  
module Mux2To1
#(
    parameter integer LEN = 1  
)
(
    input sel,
    input [LEN - 1: 0] in_0,
    input [LEN - 1: 0] in_1,
    output [LEN - 1: 0] out
);
    assign out = (sel) ? in_1 : in_0;
endmodule  
module Mux3To1
#(
    parameter integer LEN = 1  
)
(
    input [1:0] sel,
    input [LEN - 1: 0] in_0,
    input [LEN - 1: 0] in_1,
    input [LEN - 1: 0] in_2,
    output [LEN - 1: 0] out
);
    assign out = (sel[1]) ? in_2 :
                 (sel[0]) ? in_1 : in_0;
endmodule  
module EXStage (
    input clk,
    input reset,
    input [1: 0] forward_1_ex,
    input [1: 0] forward_2_ex,
    input [32 - 1: 0] alu_out_m_ex,
    input [32 - 1: 0] write_data_reg_wb_ex,
    input [32 - 1: 0] read_data_1,
    input [32 - 1: 0] read_data_2,
    input [32 - 1: 0] extended_imm,
    input [5 - 1: 0] reg_2,
    input [5 - 1: 0] reg_3,
    input [2: 0] alu_op,
    input reg_dst,
    input alu_src,
    output [32 - 1: 0] alu_out,
    output alu_zero,
    output [5 - 1: 0] write_reg,
    output [32 - 1: 0] write_data_mem
);
    wire [32 - 1: 0] num_1;
    wire [32 - 1: 0] num_2;
    wire [2: 0] alu_ctrl;
    Mux3To1 #(
        .LEN(32)
    ) MUXAluOp1 (
        .sel(forward_1_ex),
        .in_0(read_data_1),
        .in_1(write_data_reg_wb_ex),
        .in_2(alu_out_m_ex),
        .out(num_1)
    );
    Mux3To1 #(
        .LEN(32)
    ) MUXWriteDataMem (
        .sel(forward_2_ex),
        .in_0(read_data_2),
        .in_1(write_data_reg_wb_ex),
        .in_2(alu_out_m_ex),
        .out(write_data_mem)
    );
    Mux2To1 #(
        .LEN(32)
    ) MuxAluOp2 (
        .sel(alu_src),
        .in_0(write_data_mem),
        .in_1(extended_imm),
        .out(num_2)
    );
    Mux2To1 #(
        .LEN(5)
    ) MuxDstReg (
        .sel(reg_dst),
        .in_0(reg_2),
        .in_1(reg_3),
        .out(write_reg)
    );
    AluControl AluControl (
        .alu_op(alu_op),
        .funct(extended_imm[5: 0]),
        .alu_ctrl(alu_ctrl)
    );
    Alu #(
        .LEN(32)
    ) Alu (
        .num_1(num_1),
        .num_2(num_2),
        .alu_ctrl(alu_ctrl),
        .alu_out(alu_out),
        .alu_zero(alu_zero)
    );
endmodule  
==> flow_metrics.py <==
# Physical implementation metrics
metrics = {
    "final_layout": {
        "layout-drive-gt1-share_pct": 5.68,
        "num-clock-buffers": 0,
        "post-route-util_pct": 45.2,
        "syn2layout_area_growth_pct": 46.1,
        "seqCellArea_um2": 0,
        "comb_area_mm2": 0.00550,
        "fillCellCount": 1928,
        "flops": 0,
    },
    "hold_path": {
        "hold_path_depth": 4,
        "worstHoldStart": "forward_2_ex[0]",
        "min_to": "write_data_mem[1]",
        "hp-class": "input pin to output pin",
    },
    "final_timing": {
        "hold_slack_ps": 6870,
        "worst-slew-pin-transition_ps": 989,
        "clock.fmax_mhz": 75.3,
        "fin_crit_sh_pct": 87.9,
        "rsz0062_at_grt": "false",
        "hold_violations": 0,
        "setup-violations-final": 0,
        "finalCriticalPeriod_ps": 13280,
        "tns_ps": 0,
        "maxSlewViolCount": 0,
        "maxSlewHeadroom_pct": 34.1,
    },
    "pwr": {
        "p_comb_share_pct": 100.0,
        "p_sw_uw": 237,
        "power_density_mw_per_mm2": 54.0,
        "clock_power_share_pct": 0,
        "ir_drop_mv": 0.0194,
        "swShare_pct": 51.4,
        "p_leak_uw": 0.00339,
        "p_int_uw": 224,
        "pwr-share-seq_pct": 0,
    },
    "grt": {
        "grt_pass1_vias": 6835,
        "overflow": 0,
        "grt_max_degree": 62,
        "gr-usage-all-layers_pct": 26.8,
        "use_met1_pct": 41.7,
        "met3_usage_pct": 3.30,
        "met2_usage_pct": 40.7,
        "grt_pass1_wl_um": 40800,
        "antenna_found_initial": 0,
        "grt_busiest_layer": "met1",
    },
    "logic_synthesis": {
        "ys_sh_adder_pct": 7.62,
        "xor_share_pct": 8.33,
        "syn-cell-area_mm2": 0.00584,
        "ys_types": 76,
        "ys_seq_share_pct": 0,
        "ys_top_logic_family": "AND-OR/OR-AND gates",
        "netlist_instances": 900,
        "yosys_area_mm2": 0.00584,
        "synth_area_per_cell_um2": 6.49,
        "ys.warnings.count": 2,
        "ys_cells": 900,
        "ys_sh_simple_pct": 24.4,
        "ys_sh_aoi_pct": 35.5,
        "muxShareOfSynthArea_pct": 18.2,
    },
    "detailed_routing": {
        "via_per_inst": 5.49,
        "routedWlPerCell_um": 19.9,
        "antenna_cells": 0,
        "drtAntennaViolNets": 0,
        "first_pass_iters": 5,
        "drc": 0,
        "routed_wl_um": 27300,
        "vias": 7518,
        "drtIter0Drc": 564,
    },
    "setup_path": {
        "crit_fanout": 31,
        "startpoint_type": "input pin",
        "path_class": "input pin to output pin",
        "end_kind": "output pin",
        "crit_arrival_ps": 10260,
        "required_ps": 12080,
    },
    "floorplanning": {
        "core_area_mm2": 0.0189,
        "rows": 50,
        "chipArea_mm2": 0.0200,
        "io_pins": 251,
        "fp.dieH_um": 142,
        "fp_util_pct": 30.9,
        "die_w_um": 142,
    },
    "run_status": {
        "status": "finished clean",
    },
    "placed_design": {
        "dpl.hpwl_um": 22700,
        "port_buffers": 249,
        "gp_congestion": 0.969,
    },
    "job": {
        "warnings": 36,
        "max_cap_viol_count": 0,
    },
    "clocking": {
        "ctsHoldBuffers": 0,
        "post_cts_buffers": 0,
        "post_cts_resized": 0,
    },
}
## stage by stage
stage | power, uW | setup slack (ps) | area, um2 | cells
after global routing | 505 | 1410 | 8540 | 1369
after CTS | 456 | 1870 | 8540 | 1369
final | 461 | 1820 | 8540 | 1369
after global placement | 454 | 1890 | 8540 | 1369
after detailed placement | 454 | 1880 | 8540 | 1369
after floorplan | 260 | 3460 | 5840 | 900
## layout by cell type, fill, tap and decap left out, types with 4 or more instances in the layout
| cell type | count |
|---|---|
| and3_1 | 7 |
| o31ai_1 | 19 |
| or4_1 | 4 |
| nor3_1 | 30 |
| clkdlybuf4s50_1 | 245 |
| o21ai_0 | 96 |
| mux2i_1 | 77 |
| and2_1 | 4 |
| or3_1 | 5 |
| o211ai_1 | 9 |
| o21a_1 | 7 |
| nand2_1 | 99 |
| nand3_1 | 8 |
| nor2b_1 | 9 |
| nand3b_1 | 5 |
| a211oi_1 | 16 |
| buf_2 | 4 |
| mux2_2 | 25 |
| xor2_1 | 21 |
| a21o_1 | 14 |
| xnor2_1 | 32 |
| ha_1 | 34 |
| nor2_1 | 74 |
| o21ai_1 | 4 |
| nand2b_1 | 9 |
| nand4_1 | 8 |
| or2_2 | 6 |
| a31oi_1 | 20 |
| a32oi_1 | 12 |
| inv_1 | 30 |
| buf_4 | 17 |
| a21oi_1 | 82 |
| nor3b_1 | 5 |
## kinds of logic (layout without fill, tap and decap cells)
logic type / Yosys count / count (layout)
AND-OR/OR-AND: 329 / 329
multiplexers: 103 / 103
AND/OR/NAND/NOR: 292 / 292
adder cells (fa/ha/maj): 35 / 35
buffers and inverters: 87 / 296
XOR/XNOR: 54 / 54
## cell type report
cell class / instances / share of cell area (%)
inverters: 30 / 1.32
multi-input cells: 813 / 64.4
well taps: 260 / 3.81
repair buffers: 266 / 30.4
## cells in the mapped netlist, types with 4 or more instances
cell type  count  area [um2]
a211oi_1      16         120
a21o_1        14         105
a21oi_1       82         410
a31oi_1       21         131
a32oi_1       12         105
and2_1         4        25.0
and3_1         7        43.8
buf_1         10        37.5
buf_2          6        30.0
clkbuf_1      38         143
ha_1          34         425
inv_1         30         113
mux2_2        25         282
mux2i_1       77         771
nand2_1       99         372
nand2b_1       9        56.3
nand3_1        8        40.0
nand3b_1       5        37.5
nand4_1        8        50.1
nor2_1        74         278
nor2b_1        9        56.3
nor3_1        30         150
nor3b_1        5        37.5
o211ai_1       9        67.6
o21a_1         7        52.6
o21ai_0       96         480
o21ai_1        4        20.0
o31ai_1       19         143
or2_2          6        37.5
or3_1          5        31.3
or4_1          4        30.0
xnor2_1       32         280
xor2_1        21         184
## power groups by stage
stage	combinational [uW]	clock, uW	sequential (uW)
final	461	0	0
after CTS	456	0	0
after global routing	505	0	0
## worst max path at each step
stage          end            start  slack (ps)  cells past startpoint
6_report  alu_zero  forward_2_ex[0]        1820                     25
5_1_grt   alu_zero  forward_2_ex[0]        1410                     25
4_1_cts   alu_zero  forward_2_ex[0]        1870                     25
## critical path, stage by stage
cell	delay, ps
buf_2	140
buf_4	460
mux2i_1	240
o21ai_0	240
and2_1	270
a21oi_1	340
ha_1	330
nor3b_1	300
o21ai_0	220
nor2_1	240
a21oi_1	120
xor2_1	160
ha_1	470
nand2_1	110
o21ai_0	190
a211oi_1	90
o31ai_1	560
o31ai_1	190
a2111oi_0	670
o21a_1	210
o31ai_1	100
or3_1	360
or4_1	410
nor4b_2	260
clkdlybuf4s50_1	510
## per-layer routing
layer	part of all wire, %	routed length [um]
met4	0.91	249
met2	43	11700
met5	0	0
met1	48	13200
met3	7.9	2140
Power figures rest on the tool's default switching activity, not on a simulated workload.
